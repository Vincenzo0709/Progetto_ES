`flow/run.sh`:
```
#!/bin/bash
# OpenROAD 26Q1-2900-gdf79404cd8, Yosys 0.63+post, stock flow scripts
make -C /OpenROAD-flow-scripts/flow DESIGN_CONFIG=/design/flow/config.mk WORK_HOME=/design/flow/orfs finish
```
`flow/config.mk`:
```
export PLATFORM = sky130hd
export DESIGN_NAME = gpio
export DESIGN_NICKNAME = gpio
export VERILOG_FILES = /design/flow/design.v
export SDC_FILE = /design/flow/constraint.sdc
export NUM_CORES = 4
export LEC_CHECK = 1
export CORE_UTILIZATION = 50
```
`flow/constraint.sdc`:
```
current_design gpio

set clk_period 1.7
set clk_io_pct 0.2

create_clock -name clk0 -period $clk_period [get_ports {clk_i}]

set non_clock_inputs [all_inputs -no_clocks]
set_input_delay [expr $clk_period * $clk_io_pct] -clock clk0 $non_clock_inputs
set_output_delay [expr $clk_period * $clk_io_pct] -clock clk0 [all_outputs]
```
`flow/design.v`:
```
package prim_ram_1p_pkg;
  typedef struct packed {
    logic       cfg_en;
    logic [3:0] cfg;
  } cfg_t;
  typedef struct packed {
    cfg_t ram_cfg;   
    cfg_t rf_cfg;    
  } ram_1p_cfg_t;
  parameter ram_1p_cfg_t RAM_1P_CFG_DEFAULT = '0;
endpackage  
module debounce #(
    parameter int unsigned ClkCount = 500
) (
    input logic clk_i,
    input logic rst_ni,
    input  logic btn_i,
    output logic btn_o
);
  logic [$clog2(ClkCount+1)-1:0] cnt_d, cnt_q;
  logic btn_d, btn_q;
  assign btn_o = btn_q;
  always_ff @(posedge clk_i or negedge rst_ni) begin : p_fsm_reg
    if (!rst_ni) begin
      cnt_q <= '0;
      btn_q <= '0;
    end else begin
      cnt_q <= cnt_d;
      btn_q <= btn_d;
    end
  end
  assign btn_d = (cnt_q >= ClkCount) ? btn_i : btn_q;
  assign cnt_d = (btn_i == btn_q || cnt_q >= ClkCount) ? '0 : cnt_q + 1;
endmodule
module gpio #(
  GpiWidth = 8,
  GpoWidth = 16
) (
  input  logic                clk_i,
  input  logic                rst_ni,
  input  logic                device_req_i,
  input  logic [31:0]         device_addr_i,
  input  logic                device_we_i,
  input  logic [ 3:0]         device_be_i,
  input  logic [31:0]         device_wdata_i,
  output logic                device_rvalid_o,
  output logic [31:0]         device_rdata_o,
  input  logic [GpiWidth-1:0] gp_i,
  output logic [GpoWidth-1:0] gp_o
);
  localparam int unsigned GPIO_OUT_REG = 32'h0;
  localparam int unsigned GPIO_IN_REG = 32'h4;
  localparam int unsigned GPIO_IN_DBNC_REG = 32'h8;
  logic [11:0] reg_addr;
  logic [2:0][GpiWidth-1:0] gp_i_q;
  logic [GpiWidth-1:0] gp_i_dbnc;
  logic [GpoWidth-1:0] gp_o_d;
  logic                gp_o_wr_en;
  logic                gp_i_rd_en_d, gp_i_rd_en_q;
  logic                gp_i_dbnc_rd_en_d, gp_i_dbnc_rd_en_q;
  for (genvar i = 0; i < GpiWidth; i++) begin
    debounce #(
      .ClkCount(500)
    ) dbnc (
      .clk_i,
      .rst_ni,  
      .btn_i(gp_i_q[2][i]),
      .btn_o(gp_i_dbnc[i])
    );
  end
  always @(posedge clk_i or negedge rst_ni) begin
    if (!rst_ni) begin
      gp_i_q            <= '0;
      gp_o              <= '0;
      device_rvalid_o   <= '0;
      gp_i_rd_en_q      <= '0;
      gp_i_dbnc_rd_en_q <= '0;
    end else begin
      gp_i_q <= {gp_i_q[1:0], gp_i};
      if (gp_o_wr_en) begin
        gp_o <= gp_o_d;
      end
      device_rvalid_o   <= device_req_i;
      gp_i_rd_en_q      <= gp_i_rd_en_d;
      gp_i_dbnc_rd_en_q <= gp_i_dbnc_rd_en_d;
    end
  end
  for (genvar i_byte = 0; i_byte < 4; ++i_byte) begin : g_gp_o_d;
    if (i_byte * 8 < GpoWidth) begin : g_gp_o_d_inner
      localparam int gpo_byte_end = (i_byte + 1) * 8 <= GpoWidth ? (i_byte + 1) * 8 : GpoWidth;
      assign gp_o_d[gpo_byte_end - 1 : i_byte * 8] =
        device_be_i[i_byte] ? device_wdata_i[gpo_byte_end - 1 : i_byte * 8] :
                              gp_o[gpo_byte_end - 1 : i_byte * 8];
    end
  end
  assign reg_addr = device_addr_i[11:0];
  assign gp_o_wr_en = device_req_i & device_we_i & (reg_addr == GPIO_OUT_REG[11:0]);
  assign gp_i_rd_en_d = device_req_i & ~device_we_i & (reg_addr == GPIO_IN_REG[11:0]);
  assign gp_i_dbnc_rd_en_d = device_req_i & ~device_we_i & (reg_addr == GPIO_IN_DBNC_REG[11:0]);
  always_comb begin
    if (gp_i_dbnc_rd_en_q)
      device_rdata_o = {{(32 - GpiWidth){1'b0}}, gp_i_dbnc};
    else if (gp_i_rd_en_q)
      device_rdata_o = {{(32 - GpiWidth){1'b0}}, gp_i_q[2]};
    else
      device_rdata_o = {{(32 - GpoWidth){1'b0}}, gp_o};
  end
  logic unused_device_addr, unused_device_be, unused_device_wdata;
  assign unused_device_addr = ^device_addr_i[31:10];
  assign unused_device_be = ^device_be_i;
  assign unused_device_wdata = ^device_wdata_i[31:GpoWidth];
endmodule
```
==> design notes <==
The flow ran to the end, but the final reports show violations. The checks that failed: negative setup slack. Between clock sinks in the finished design, the worst skew comes to 0.007292 ns. The via count of the first global-routing pass was 3755.

For the pin with the worst max-slew slack, the measured transition is 0.5238 ns. The run gives 914.1 nW/µm² for the ratio of total power to cell area. The logs give 0 for the final count of hold timing violations and 7147 µm for the detailed placer's ending HPWL. RePlAce ended its routability-driven mode at a weighted congestion of 0.8693. On the final layout, the worst hold slack is 0.07844 ns. The core region is 10510 µm².

The overall routed net length came out at 10410 µm. According to the floorplan report, the die height is 106.8 µm. The total non-filler cell area in the finished layout is 7246 µm². Setup repair after global routing could not meet its margin everywhere. With the I/O pin count at 129, the largest net degree at the start of global routing is 29. In the Yosys report, the sequential cells make up 56.02% of the chip area. With the final tally of setup violations at 16, the Yosys warning count is 2.

Averaged over all synthesized cells, the footprint is 11.10 µm². The number of antenna cells inserted is 0. The logs give 3946 for the total via count after detailed routing and -2.354 ns for the sum of negative setup slack. The report counts max-capacitance violations totalling 0.

The logs give 772 for the final non-filler cell total and 65.01% for the tightest slew margin relative to the limit. The cell chosen for the clock root is sky130_fd_sc_hd__clkbuf_8. The first global-routing pass estimated 17820 µm of wire.

For the post-place instance area, the log shows 6533 µm². Horizontal die dimension: 106.8 µm. Clock latency on the worst-skew pair, taken at its later pin, is 0.50 ns.

The run gives 1.36 ns for the required arrival time at the worst endpoint. The total of flip-flops plus latches after synthesis came out at 123. The tools report the number of rows created at floorplan as 37. At the floorplan stage, the core utilization is reported as 52.28%.

After layout, the minimum clock period comes to 1.944 ns. The final critical path takes up 114.3% of the cycle. The CTS report gives the tree buffer count as 17. The run gives 723 for the number of instances in the placed design.

CTS reports a maximum clock tree buffer depth of 2. Logged for this run, the post-placement worst setup slack is -0.6270 ns. The tools report the met3 usage as 4.836%. The final worst setup slack is -0.2437 ns, and the remaining antenna violation count is 0.

Per the cell usage report, the commonest logic cell in the layout is sky130_fd_sc_hd__dfrtp_1. The analysis reports a worst IR drop on VDD of 0.5929 mV. The floorplan die area came out at 11410 µm².

Across all stage logs, warnings added up to 83. The type of the most critical hold path is in2reg. For this design the static power due to leakage is 3.362 nW.

The fraction of layout cells with a size suffix above 1 is 20.13%, and the arrival time at the worst endpoint is 1.60 ns. With the total cells reported by yosys after synthesis at 495, the overall overflow remaining after global route is 0. In the setup report, the worst path falls into the class reg2out.

For the number of antenna violations at the first check in global routing, the log shows 0. For this run, global-route usage on met1 was measured as 34.83%. After layout, the design draws a total of 6.623 mW. The layout overhead on the synthesized area is 31.88%. The worst setup path is captured at a primary output. CTS built an H-tree with a depth of 4.

With the global routing met2 resource utilization at 29.40%, the total number of clock tree sinks is 123. The count of unique library cells instantiated by Yosys came out at 36. The library cells used most frequently in the layout, excluding fill and tap cells, are 122 x sky130_fd_sc_hd__dfrtp_1, 53 x sky130_fd_sc_hd__nor2_1, 35 x sky130_fd_sc_hd__inv_1. The final timing report lists a max-slew violation count of 0. STA classifies the critical path startpoint as a register. The highest clock frequency the design can meet came out at 514.5 MHz. In the routed design, unresolved DRC markers number 0. Clock slew at the register clock pins of the worst setup and hold paths: 0.06 ns. The run gives 13.48 µm for the average routed wire per standard cell.

TritonCTS built the clock tree. As logged by OpenROAD, the buffers inserted on ports number 74. The iteration tally of the first detailed-router pass was 6. With the aggregate global-route resource usage at 20.45%, the post-synthesis instance total is 495.

The layer carrying the most global-route usage was met1. The final design utilization came out at 68.95%. The area recorded from the Yosys report for this design is 5494 µm². The run gives 5494 µm² for the synthesized cell area. The largest fanout on the critical path is 5. The initial DRC count was 195.

In the routed layout, each cell is associated on average with a via count of 5.111.
## sequential cells by signal (all words and copies together), names as in the netlist
name / count
genblk1.dbnc.cnt_q: 72
genblk1.dbnc.btn_q: 8
gp_i_rd_en_q: 1
device_rvalid_o: 1
gp_o: 16
gp_i_q: 24
gp_i_dbnc_rd_en_q: 1
## synthesized netlist by cell type (all sizes together)
cell,number,area [µm²]
a21oi,21,105.1
a311oi,3,26.28
a31oi,3,18.77
a41oi,3,26.28
and2,8,50.05
and4,3,26.28
buf,16,120.1
clkbuf,2,7.510
conb,1,3.750
dfrtp,123,3078
ha,16,200.2
inv,35,131.4
mux2,24,270.3
mux2i,8,80.08
nand2,19,71.32
nand3,24,120.1
nand4,13,81.33
nor2,54,202.7
nor3,3,15.01
nor4,2,42.54
nor4b,2,23.77
o211ai,6,45.04
o21ai,36,180.2
o21ba,5,50.05
o21bai,3,22.52
o22ai,3,18.77
or3,20,126.4
or4,4,33.78
or4b,1,13.76
or4bb,2,22.52
xnor2,19,166.4
xor2,13,113.9
## cell families (layout without fill, tap and decap cells)
logic type | count (synthesis) | count (layout) | synth area share, %
compound gates | 83 | 83 | 8.973
xor+xnor | 32 | 32 | 5.101
fa+ha+maj | 16 | 16 | 3.644
buf+inv | 53 | 179 | 4.714
flops | 123 | 123 | 56.02
mux | 32 | 32 | 6.377
other cells | 1 | 16 | 0.06826
simple gates | 155 | 155 | 15.10
## what timing repair did
| item | 4_1_cts | 5_1_grt |
|---|---|---|
| gates resized | 114 | 7 |
| buffers inserted | 14 | 2 |
| pin swaps | 20 | 11 |
| endpoints found under the hold margin | 23 | 0 |
| hold buffers | 1 | 0 |
| setup endpoints to repair | 45 | 23 |
## worst paths after layout
| check | depth (start not counted) | slack (ns) | startpoint | end |
|---|---|---|---|---|
| worst max-delay path | 7 | -0.24 | gp_i_rd_en_q$_DFF_PN0_ | device_rdata_o[10] |
| worst max register to register | 4 | 0.31 | genblk1[2].dbnc.cnt_q[0]$_DFF_PN0_ | genblk1[2].dbnc.cnt_q[6]$_DFF_PN0_ |
| worst min register to register | 0 | 0.34 | gp_i_q[15]$_DFF_PN0_ | gp_i_q[23]$_DFF_PN0_ |
| max in group asynchronous | 3 | 0.85 | rst_ni | gp_i_q[16]$_DFF_PN0_ |
| worst min-delay path | 1 | 0.08 | device_req_i | device_rvalid_o$_DFF_PN0_ |
| min in group asynchronous | 2 | 0.31 | rst_ni | genblk1[5].dbnc.cnt_q[5]$_DFF_PN0_ |
## area by class of cell
| class | count | area [µm²] |
|---|---|---|
| Clock buffer | 21 | 439.2 |
| Timing Repair Buffer | 112 | 1026 |
| Fill cell | 773 | 3263 |
| Inverter | 35 | 131.4 |
| Sequential cell | 123 | 3079 |
| Multi-Input combinational cell | 334 | 2302 |
| Clock inverter | 11 | 97.59 |
| Tap cell | 136 | 170.2 |
## critical path, cell delays in order (launching register included)
cell                      delay [ns]
sky130_fd_sc_hd__dfrtp_1        0.37
sky130_fd_sc_hd__buf_6          0.13
sky130_fd_sc_hd__nor2_4         0.03
sky130_fd_sc_hd__buf_6          0.12
sky130_fd_sc_hd__buf_6          0.11
sky130_fd_sc_hd__buf_6          0.10
sky130_fd_sc_hd__and2_4         0.13
sky130_fd_sc_hd__buf_2          0.10
## power breakdown
part / switching, mW / total, mW / internal, mW
Combinational: 0.165 / 0.341 / 0.176
Clock: 1.24 / 3.21 / 1.97
Sequential: 0.0704 / 3.08 / 3.01
Total: 1.48 / 6.62 / 5.15
## per-layer routing
layer,vias to the layer above,wire [µm],part of all wire [%]
met2,104,4498,43
met1,1879,5167,50
met4,0,106,1.0
li1,1953,-,-
met3,10,634,6.1
met5,-,0,0
No activity file was given, so power comes from the tool's default toggle rates.
