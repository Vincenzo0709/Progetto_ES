File: design/flow/run.sh
#!/bin/bash
# OpenROAD 26Q1-2900-gdf79404cd8, Yosys 0.63+post, stock flow scripts
make -C /OpenROAD-flow-scripts/flow DESIGN_CONFIG=/design/flow/config.mk WORK_HOME=/design/flow/orfs finish
File: design/flow/config.mk
export PLATFORM = sky130hd
export DESIGN_NAME = debug_rom
export DESIGN_NICKNAME = debug_rom
export VERILOG_FILES = /design/flow/design.v
export SDC_FILE = /design/flow/constraint.sdc
export NUM_CORES = 4
export LEC_CHECK = 1
export CORE_AREA = 10 10 85 85
export DIE_AREA = 0 0 95 95
File: design/flow/constraint.sdc
current_design debug_rom

set clk_period 4.2
set clk_io_pct 0.2

create_clock -name clk0 -period $clk_period [get_ports {clk_i}]

set non_clock_inputs [all_inputs -no_clocks]
set_input_delay [expr $clk_period * $clk_io_pct] -clock clk0 $non_clock_inputs
set_output_delay [expr $clk_period * $clk_io_pct] -clock clk0 [all_outputs]
File: design/flow/design.v
package prim_ram_1p_pkg;
  typedef struct packed {
    logic       cfg_en;
    logic [3:0] cfg;
  } cfg_t;
  typedef struct packed {
    cfg_t ram_cfg;   
    cfg_t rf_cfg;    
  } ram_1p_cfg_t;
  parameter ram_1p_cfg_t RAM_1P_CFG_DEFAULT = '0;
endpackage  
module debug_rom (
  input  logic         clk_i,
  input  logic         req_i,
  input  logic [63:0]  addr_i,
  output logic [63:0]  rdata_o
);
  localparam int unsigned RomSize = 19;
  logic [RomSize-1:0][63:0] mem;
  assign mem = {
    64'h00000000_7b200073,
    64'h7b202473_7b302573,
    64'h10852423_f1402473,
    64'ha85ff06f_7b202473,
    64'h7b302573_10052223,
    64'h00100073_7b202473,
    64'h7b302573_10052623,
    64'h00c51513_00c55513,
    64'h00000517_fd5ff06f,
    64'hfa041ce3_00247413,
    64'h40044403_00a40433,
    64'hf1402473_02041c63,
    64'h00147413_40044403,
    64'h00a40433_10852023,
    64'hf1402473_00c51513,
    64'h00c55513_00000517,
    64'h7b351073_7b241073,
    64'h0ff0000f_04c0006f,
    64'h07c0006f_00c0006f
  };
  logic [$clog2(RomSize)-1:0] addr_q;
  always_ff @(posedge clk_i) begin
    if (req_i) begin
      addr_q <= addr_i[$clog2(RomSize)-1+3:3];
    end
  end
  always_comb begin : p_outmux
    rdata_o = '0;
    if (addr_q < $clog2(RomSize)'(RomSize)) begin
        rdata_o = mem[addr_q];
    end
  end
endmodule
==> out/metrics.csv <==
stage,metric,value,unit
synth,synth_cells,224,
clock_network,postCtsSetupBuffers,0,
clock_network,cts_buffer_depth,2,
clock_network,cts_htree_levels,1,
critical_path,cp-startpoint,addr_q[0]$_DFFE_PP_,
run,warnings,91,
global_route,grt_max_degree,43,
worst_hold_path,whs_path_depth,1,
synth,top_cell_area_share,10.57,%
timing,max_freq,267.9,MHz
global_route,grt_usage,11.56,%
worst_hold_path,min-delay-start,addr_i[7],
critical_path,worstPathMaxFanout,10,
floorplanning,initCoreUtil,26.82,%
synth,synth_cell_type_count,49,
timing,hold_viol_final,0,
timing,min_period,3.732,ns
placement,portBuffers,68,
clock_network,cts_hold_buf,0,
route,drcViolationCount,0,
route,ant_nets,0,
synth,edf_count,5,
worst_hold_path,whs_endpoint,addr_q[4]$_DFFE_PP_,
clock_network,cts_buffers,3,
critical_path,crit_arrival,2.89,ns
floorplanning,fp-row-count,27,
route,drt_iter0_drc,172,
finish,drive_gt1_share,7.011,%
clock_network,root_buffer,clkbuf_8,
route,vias,1723,
synth,top_cells_by_area,"a21oi_1 (11%), edfxtp_1 (10%), nor2_1 (8.7%)",
run,drv_cap,0,
critical_path,crit_path_end_kind,output pin,
global_route,grt_pass1_vias,1643,
clock_network,cts_tree,done,
timing,fin_tns_setup,0,ns
clock_network,cts.sinks,5,
timing,max_slew_margin,56.83,%
synth,ys_top_cells_by_count,"nor2_1 (34), a21oi_1 (31), nand2_1 (21)",
critical_path,crit_type,flip-flop to output pin,
clock_network,path_clk_slew,0.04,ns
floorplanning,die_area,9025,µm²
placement,placed_area,2067,µm²
synth,synth_top_cell_by_area,a21oi_1,
power_and_ir_drop,pwr_density_cell,214.7,nW/µm²
finish,areaGrowthSynthToFinish,43.90,%
clock_network,post_cts_resized,0,
synth,most_common_cell,nor2_1,
route,num_antenna_cells,0,
synth,flop_cell,edfxtp_1,
floorplanning,fp.coreArea,5473,µm²
synth,ys_cells,224,
worst_hold_path,hold_class,input pin to flip-flop,
power_and_ir_drop,p_leak,0.7956,nW
critical_path,cp-start-kind,flip-flop,
finish,finalInstanceArea,2112,µm²
timing,min_period_over_period,88.86,%
global_route,grt_overflow,0,
global_route,grt_pass1_wl,8.583,mm
synth,ys_ff,5,
timing,rsz0062_at_grt,no,
synth,ys_chip_area,1468,µm²
placement,gp_routability_congestion,0.8732,
floorplanning,ioPinCount,130,
synth,yosys_warnings,1,
critical_path,required,3.36,ns
route,avgRoutedWirePerCell,15.74,µm
route,totalWireLength,5.398,mm
synth,syn_area,1468,µm²
timing,tightestPinTransition,0.6476,ns
finish,largest_reg_flops,5,
timing,setup_viol_count_final,0,
floorplanning,fp.dieW,95,µm
route,drt-pass1-iter-count,4,
route,vias_per_cell,5.023,
synth,synth-async-reset-ratio,0,%
run_status,status,completed,
synth,avgSynthCellArea,6.552,µm²
global_route,antenna_found_initial,0,
synth,yosysSeqAreaShare,10.23,%
finish,largestRegisters,addr_q x5,
placement,dp_hpwl,4.119,mm
timing,slew_viol_final,0,
floorplanning,fp.dieH,95,µm
power_and_ir_drop,vdd_drop_max,200.2,µV
finish,largest_register,addr_q,
cells in the final DEF (no fill, tap or decap), types with 3 or more instances in the layout:
cell type,netlist,layout
clkdlybuf4s50_1,0,68
nor2_1,34,34
inv_1,6,6
clkbuf_8,0,3
nand2b_1,9,9
a21oi_1,31,31
nand2_1,21,21
o21ai_0,20,20
nor2b_1,5,5
ha_1,8,8
o21a_1,4,4
a211oi_1,4,4
nor3_1,4,4
edfxtp_1,5,5
buf_4,16,6
logic make-up (layout without fill, tap and decap cells):
family	count (synthesis)	in the layout	share of synthesized area (%)
adder cells (fa/ha/maj)	8	8	6.820
buffers and inverters	39	85	16.79
multiplexers	3	3	2.216
other	1	2	0.2555
AND/OR/NAND/NOR	87	87	27.62
AND-OR/OR-AND	81	81	36.06
flip-flops	5	5	10.23
stage by stage:
step	hold WS, ns	cells	util (%)	setup WS, ns	total power [W]
2_1_floorplan	0.9389	225	-	1.646	0.0002247
3_3_place_gp	1.400	339	37.77	0.7134	0.0003690
3_5_place_dp	1.400	339	37.77	0.7185	0.0003688
4_1_cts	1.171	343	38.59	0.4792	0.0004592
5_1_grt	1.172	343	38.59	0.2089	0.0004944
6_report	1.175	343	38.59	0.4678	0.0004534
critical path, cell delays in order (launching register included):
cell             delay [ns]
edfxtp_1               0.57
inv_1                  0.30
ha_1                   0.44
nor2_1                 0.14
and2_4                 0.18
or3_1                  0.33
a31oi_1                0.21
clkdlybuf4s50_1        0.50
how the worst max path moves through the flow:
stage	to	slack, ns	cells after the start
after CTS	rdata_o[5]	0.48	7
after global routing	rdata_o[50]	0.21	7
final	rdata_o[5]	0.47	7
cell type report:
type                            instances  area (µm²)
Timing Repair Buffer                   74       725.7
Clock buffer                            4       45.04
Tap cell                               72       90.09
Fill cell                             604        3361
Inverter                                7       26.28
Sequential cell                         5       150.1
Multi-Input combinational cell        181        1075
report_power, final:
group | internal, W | leakage [nW] | total (W) | switching (W)
Clock | 0.0000651 | 0.0228 | 0.0000875 | 0.0000224
Combinational | 0.000164 | 0.724 | 0.000292 | 0.000128
Sequential | 0.0000600 | 0.0489 | 0.0000744 | 0.0000143
routing by layer:
metal	share of wire (%)	track usage [%]
met4	0	0.7481
met1	44	15.96
met3	9.1	2.885
met5	0	0
met2	47	18.65
Power and IR drop assume default switching activity.
