### design/flow/config.mk
export PLATFORM = sky130hd
export DESIGN_NAME = pwm_wrapper
export DESIGN_NICKNAME = pwm_wrapper
export VERILOG_FILES = /design/flow/design.v
export SDC_FILE = /design/flow/constraint.sdc
export NUM_CORES = 4
export LEC_CHECK = 1
export CORE_UTILIZATION = 50
### design/flow/constraint.sdc
current_design pwm_wrapper

set clk_period 2.2
set clk_io_pct 0.2

create_clock -name clk0 -period $clk_period [get_ports {clk_i}]

set non_clock_inputs [all_inputs -no_clocks]
set_input_delay [expr $clk_period * $clk_io_pct] -clock clk0 $non_clock_inputs
set_output_delay [expr $clk_period * $clk_io_pct] -clock clk0 [all_outputs]
### design/flow/design.v
package prim_ram_1p_pkg;
  typedef struct packed {
    logic       cfg_en;
    logic [3:0] cfg;
  } cfg_t;
  typedef struct packed {
    cfg_t ram_cfg;   
    cfg_t rf_cfg;    
  } ram_1p_cfg_t;
  parameter ram_1p_cfg_t RAM_1P_CFG_DEFAULT = '0;
endpackage  
module pwm #(
  parameter int CtrSize = 8
) (
  input  logic               clk_i,
  input  logic               rst_ni,
  input  logic [CtrSize-1:0] pulse_width_i,
  input  logic [CtrSize-1:0] max_counter_i,
  output logic               modulated_o
);
  logic [CtrSize-1:0] counter;
  always_ff @(posedge clk_i or negedge rst_ni) begin
    if (!rst_ni) begin
      counter     <= 'b0;
      modulated_o <= 'b0;
    end else if (max_counter_i == 0) begin
      counter     <= 'b0;
      modulated_o <= 'b0;
    end else begin
      if (counter < max_counter_i) begin
        counter <= counter + 1;
      end else begin
        counter <= 0;
      end
      if (pulse_width_i > counter) begin
        modulated_o <= 1'b1;
      end else begin
        modulated_o <= 1'b0;
      end
    end
  end
endmodule
module pwm_wrapper #(
  parameter int PwmWidth   = 12,
  parameter int PwmCtrSize = 8,
  parameter int BusWidth   = 32
) (
  input  logic                clk_i,
  input  logic                rst_ni,
  input  logic                device_req_i,
  input  logic [BusWidth-1:0] device_addr_i,
  input  logic                device_we_i,
  input  logic [         3:0] device_be_i,
  input  logic [BusWidth-1:0] device_wdata_i,
  output logic                device_rvalid_o,
  output logic [BusWidth-1:0] device_rdata_o,
  output logic [PwmWidth-1:0] pwm_o
);
  localparam int unsigned AddrWidth = 10;
  localparam int unsigned PwmIdxOffset = $clog2(BusWidth / 8) + 1;
  localparam int unsigned PwmIdxWidth = AddrWidth - PwmIdxOffset;
  for (genvar i = 0; i < PwmWidth; i++) begin : gen_pwm
    logic [PwmCtrSize-1:0] data_d;
    logic [PwmCtrSize-1:0] counter_q;
    logic [PwmCtrSize-1:0] pulse_width_q;
    logic counter_en;
    logic pulse_width_en;
    logic [PwmIdxWidth-1:0] pwm_idx;
    assign pwm_idx = i;
    assign data_d         = device_wdata_i[PwmCtrSize-1:0];  
    assign counter_en     = device_req_i & device_we_i
                                         & (device_addr_i[AddrWidth-1:PwmIdxOffset] == pwm_idx)
                                         & device_addr_i[PwmIdxOffset-1];
    assign pulse_width_en = device_req_i & device_we_i
                                         & (device_addr_i[AddrWidth-1:PwmIdxOffset] == pwm_idx)
                                         & ~device_addr_i[PwmIdxOffset-1];
    always @(posedge clk_i or negedge rst_ni) begin
      if (!rst_ni) begin
        counter_q       <= '0;
        pulse_width_q   <= '0;
      end else begin
        if (counter_en) begin
          counter_q     <= data_d;
        end
        if (pulse_width_en) begin
          pulse_width_q <= data_d;
        end
      end
    end
    pwm #(
      .CtrSize( PwmCtrSize )
    ) u_pwm (
      .clk_i        (clk_i),
      .rst_ni       (rst_ni),
      .pulse_width_i(pulse_width_q),
      .max_counter_i(counter_q),
      .modulated_o  (pwm_o[i])
    );
  end : gen_pwm
  assign device_rdata_o = 32'b0;
  always @(posedge clk_i or negedge rst_ni) begin
    if (!rst_ni) begin
      device_rvalid_o <= 1'b0;
    end else begin
      device_rvalid_o <= device_req_i;
    end
  end
  logic _unused;
  assign _unused = ^device_be_i ^ ^device_wdata_i;
endmodule
### design/flow/run.sh
#!/bin/bash
# OpenROAD 26Q1-2900-gdf79404cd8, Yosys 0.63+post, stock flow scripts
make -C /OpenROAD-flow-scripts/flow DESIGN_CONFIG=/design/flow/config.mk WORK_HOME=/design/flow/orfs finish
==> Slide: Implementation Results <==
Physical Implementation Snapshot

Power
  • Pwr Density: between 600 and 700 nW/um2
  • Pwr Total: 0.0128 W
  • Leak pwr: 9.50 nW
  • Peak VDD IR: 0.579 mV

Routing
  • Ant. Diodes: 0
  • Vias after detailed routing: 11100
  • Routed Wire Length: 33.3 mm
  • Residual DRC: 0
  • Drt via density: 5.28
  • Post-DRT Antenna Nets: 0
  • WL/cell: 15.9 um
  • Drt first pass iters: 5
  • Initial DRC count: 488

Clock network
  • Post-CTS Setup Bufs: 0
  • Latency at later pin: 0.51 ns
  • Max clock buf depth: 3
  • CTS resizes: 0
  • Worst-path clk slew: 0.06 ns
  • TritonCTS buffer count: 35
  • Root Buffer: clkbuf_16
  • CTS tree: built
  • Clock sink count: 301
  • H-tree levels: 2

Worst setup path
  • RR Endpoint: gen_pwm[3].u_pwm.counter[6]$_DFF_PN0_
  • Critical path endpoint category: flip-flop
  • Worst Path Arrival: 2.35 ns
  • Critical path, cell by cell: clkdlybuf4s50_1, or3_2, nor4b_4, buf_4, nand3b_2, mux2_2
  • Crit Path Max Fanout: 8
  • CP max stage delay: 0.53 ns
  • CP required: roughly 2.6 ns
  • Setup crit start kind: input port
  • Origin of the critical flop-to-flop path: gen_pwm[3].counter_q[7]$_DFFE_PN0P_
  • Slowest stage cell, crit path: or3_2
  • Flop-to-flop setup slack: roughly 0.47 ns
  • Buf/Inv on CP: 2
  • Worst reg-to-reg path cell count: 7
  • Delay-heaviest family, CP: simple AND/OR/NAND/NOR gates
  • CP Class: in2reg

Yosys
  • Yosys top cell by area: dfrtp_1
  • Fraction of registers with async set/reset: approximately 100%
  • Mean Syn Cell Area: 11.0 um2
  • Post-synth EDFFs: 0
  • Main area contributors: dfrtp_1 (45%), ha_1 (14%), mux2_2 (13%)
  • Yosys warning total: 2
  • Yosys cell count: 1525
  • Mapped Cells: ~1500
  • Most common reg cell: dfrtp_1
  • #FFs+latches synth: between 300 and 400
  • Synth cell count leaders: dfrtp_1 (301), ha_1 (192), inv_1 (192), mux2_2 (192), nor2_1 (122)
  • Netlist cell types: 42
  • Synth top cell by count: dfrtp_1
  • Sequential cell area fraction in the yosys report: 44.9%
  • Max-area cell share: 44.9%
  • Synth Cell Area: 16800 um2
  • Yosys chip area: around 17000 um2

Final timing
  • Max-slew violation count: 0
  • Layout Skew: 0.0118 ns
  • Fin crit share: between 80 and 90%
  • Final setup TNS: 0 ns
  • Final setup fails: 0
  • RSZ-0062 raised after global routing: no
  • Max Clock Freq: approximately 0.51 GHz
  • Minimum clock period: 1.96 ns
  • Final hold violation count: 0

Floorplanning
  • Die width: 185 um
  • Site Rows: approximately 66
  • Die Ht: 185 um
  • Chip Area: 34300 um2
  • Core area: 32800 um2
  • Init Core Util: 51.2%
  • Boundary Pins: 117

Hold path
  • Hold Crit Depth: 1
  • Worst Hold Class: in2reg
  • Hold_sp: device_req_i
  • Hold path endpoint: device_rvalid_o$_DFF_PN0_

Job
  • # Max-Cap Violations: 0
  • Total tool warning count: between 70 and 80

Placed design
  • IO buf count: 32
  • GP Congestion: approximately 0.86
  • Final HPWL DP: 21.9 mm

Status
  • Outcome: finished clean

Finish
  • Fraction of layout cells with a size suffix above 1: 20.8%
  • Area growth from synthesis to layout: 15.8%
  • Final core utilization: 59.3%

Global route
  • Initial antenna violation count: 0
  • Gr usage total: 21.5%
  • Gr ovfl total: 0
  • First-pass GRT wire length: 56.5 mm
  • Largest net degree at the start of global routing: 79
  • Vias in the first global route: 11000
## worst max path at each step
stage           startpoint                                      end  cells after the start
6_report  device_addr_i[8]  gen_pwm[8].pulse_width_q[0]$_DFFE_PN0P_                      6
5_1_grt   device_addr_i[8]      gen_pwm[6].counter_q[7]$_DFFE_PN0P_                      8
4_1_cts   device_addr_i[8]  gen_pwm[8].pulse_width_q[0]$_DFFE_PN0P_                      6
## cell usage in the layout, fill, tap and decap left out, types with 37 or more instances in the layout
cell type  count
nor2_1       122
nand3_1       71
mux2_2       192
dfrtp_1      301
xnor2_1       72
ha_1         192
inv_1        192
nand4_1       37
buf_4         48
clkbuf_16     37
## per-stage QoR
stage	setup WS, ns	cells	area (um2)	hold slack, ns
3_3_place_gp	-0.240	2035	18200	0.487
5_1_grt	0.189	2100	19400	0.420
4_1_cts	0.271	2098	19400	-0.0478
2_1_floorplan	0.226	1556	16900	0.144
6_report	0.237	2100	19400	0.416
3_5_place_dp	-0.257	2035	18200	0.486
## state kept, by name, indices dropped and copies added, names as in the netlist
name / count
gen_pwm.u_pwm.modulated_o: 12
gen_pwm.counter_q: 96
gen_pwm.u_pwm.counter: 96
gen_pwm.pulse_width_q: 96
device_rvalid_o: 1
## layout make-up
cell class	count	area [um2]
well taps	442	553
multi-input cells	998	8230
fillers	2593	13300
repair buffers	104	1160
clock buffers	50	1060
inverters	192	721
clock inverters	13	175
flip-flops and latches	301	7530
## metal layers
metal | global-route usage [%] | vias up | part of all wire (%) | wire length (um)
met1 | 34.8 | 5394 | 50 | 16800
met2 | 31.9 | 172 | 43 | 14300
met3 | 3.65 | 52 | 4.4 | 1460
met5 | 0 | - | 0 | 0
li1 | - | 5476 | - | -
met4 | 4.03 | 0 | 2.3 | 754
## logic make-up (layout without fill, tap and decap cells)
kind of cell	count (synthesis)	after routing	synth area share [%]
other	1	32	0.0223
xor gates and xnor gates	72	72	3.76
buffers and inverters	257	359	6.78
muxes	192	192	12.9
and+or+nand+nor	353	353	10.9
adders and majority gates	192	192	14.3
AOI/OAI and AO/OA	157	157	6.51
DFF	301	301	44.9
## power breakdown
part	switching, W	internal [W]	total (W)
combinational	0.000525	0.000447	0.000972
sequential	0.0000971	0.00566	0.00576
clock	0.00227	0.00384	0.00611
total	0.00289	0.00995	0.0128
Power is estimated from default activity; no workload was simulated.
