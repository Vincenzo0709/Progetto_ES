`design.v`:
```
package prim_ram_1p_pkg;
  typedef struct packed {
    logic       cfg_en;
    logic [3:0] cfg;
  } cfg_t;
  typedef struct packed {
    cfg_t ram_cfg;   
    cfg_t rf_cfg;    
  } ram_1p_cfg_t;
  parameter ram_1p_cfg_t RAM_1P_CFG_DEFAULT = '0;
endpackage  
module debug_rom_one_scratch (
  input  logic         clk_i,
  input  logic         req_i,
  input  logic [63:0]  addr_i,
  output logic [63:0]  rdata_o
);
  localparam int unsigned RomSize = 14;
  logic [RomSize-1:0][63:0] mem;
  assign mem = {
    64'h7b200073_7b202473,
    64'h10802823_f1402473,
    64'haa5ff06f_7b202473,
    64'h10002423_00100073,
    64'h7b202473_10002c23,
    64'hfddff06f_fc0414e3,
    64'h00247413_40044403,
    64'hf1402473_02041263,
    64'h00147413_40044403,
    64'h10802023_f1402473,
    64'h7b241073_0ff0000f,
    64'h00000013_0380006f,
    64'h00000013_0580006f,
    64'h00000013_0180006f
  };
  logic [$clog2(RomSize)-1:0] addr_q;
  always_ff @(posedge clk_i) begin
    if (req_i) begin
      addr_q <= addr_i[$clog2(RomSize)-1+3:3];
    end
  end
  always_comb begin : p_outmux
    rdata_o = '0;
    if (addr_q < $clog2(RomSize)'(RomSize)) begin
      rdata_o = mem[addr_q];
    end
  end
endmodule
```
`config.mk`:
```
export PLATFORM = sky130hd
export DESIGN_NAME = debug_rom_one_scratch
export DESIGN_NICKNAME = debug_rom_one_scratch
export VERILOG_FILES = /design/flow/design.v
export SDC_FILE = /design/flow/constraint.sdc
export NUM_CORES = 4
export LEC_CHECK = 1
export CORE_AREA = 10 10 83 83
export DIE_AREA = 0 0 93 93
```
`run.sh`:
```
#!/bin/bash
# OpenROAD 26Q1-2900-gdf79404cd8, Yosys 0.63+post, stock flow scripts
make -C /OpenROAD-flow-scripts/flow DESIGN_CONFIG=/design/flow/config.mk WORK_HOME=/design/flow/orfs finish
```
`constraint.sdc`:
```
current_design debug_rom_one_scratch

set clk_period 3.0
set clk_io_pct 0.2

create_clock -name clk0 -period $clk_period [get_ports {clk_i}]

set non_clock_inputs [all_inputs -no_clocks]
set_input_delay [expr $clk_period * $clk_io_pct] -clock clk0 $non_clock_inputs
set_output_delay [expr $clk_period * $clk_io_pct] -clock clk0 [all_outputs]
```
==> Changelog: implementation <==
### Physical design

- Status: complete, no violations
- # DRC: 0
- H-tree depth: 1
- FP Util: 19.01%
- Cycle use final: 94.71%
- Fraction of registers with async set/reset: 0%
- Post-synth regs: 4
- First-pass DRT Iterations: 4
- Total Power: 465.7 uW
- Die area: 0.008649 mm2
- Placement Setup Slack: 0.2801 ns
- Top cells by area: buf_4 19%, edfxtp_1 12%, ha_1 12%
- Layout cells sized above 1: 9.341%
- Clk buf depth: 2
- Die Span X: 93 um
- Max_cap viols: 0
- Post-synth area from yosys stat: 977.2 um2
- Yosys cell count: 135
- Regs by FF count: addr_q (4)
- CTS tree: done
- Final TNS setup: 0 ns
- Hold bufs inserted after CTS: 0
- Area leader share: 19.21%
- Layout area overhead: 59.80%
- Placeable Area: 0.005140 mm2
- Fmax: 0.3520 GHz
- Mapped Cells: 135
- Max reg flops: 4
- GRT met1 Usage: 8.277%
- IO Pins: 130
- Cell Type Count: 38
- Slowest stage delay, CP: 0.52 ns
- Clock period minus final worst setup slack: 2.841 ns
- Fill cells: 589
- Top FF cell, synth: edfxtp_1
- Grt ovf: 0
- Mapped cell area: 977.2 um2
- GR peak layer: met2
- Post-synth EDFFs: 4
- Unrepaired setup endpoints after global routing: false
- Non-Filler Instances: 252
- Routed wire length: 3340 um
- Synth Area per Inst: 7.238 um2
- Vias in the first global route: 1,026
- Leakage: 0.0006770 uW
- Die Height: 93 um
- Worst setup EP type: output port
- Register area share after synthesis: 12.29%
- Startpoint Class: flip-flop
- DR vias: 1,014
- Vias per cell: 4.024
- Final setup fails: 0
- Slowest cell on crit path: edfxtp_1
- Total track usage: 7.126%
- Num rows: 26
- Cts repair resizes: 0
- Clock sinks: 4
- Placed Cells: 249
- Synth top cell by count: buf_4
- Final hold vios: 0
- Ant. Diodes: 0
- GPL Wtd Cong: 0.8503
- Setup bufs post-CTS: 0
- Slew at the pin with the worst max-slew slack: 0.6494 ns
- Worst Path Max Fanout: 9
- Most frequent cells after synthesis: 25 x buf_4, 17 x nand2_1, 11 x o21ai_0
- Worst-path cell chain: inv_1 > ha_2 > nor2b_1 > o21bai_1 > a221oi_2 > clkdlybuf4s50_1
- Reg clk slew, reported paths: 0.03 ns
- CP Data Required Time: 2.40 ns
- Setup CP Type: reg2out
- WL per Instance: 13.25 um
- CTS root buffer: clkbuf_8
- Pwr/cell area: 298.2 mW/mm2
- Initial antenna violation count: 0
- Grt met3 use: 3.150%
- 1st-iter DRT viols: 46
- Ys Warns: 1
- DRT antenna net count: 0
- IO Port Bufs: 61
- Number of CTS-inserted buffers: 3
- Max-slew headroom: 56.71%
- Final WS setup: 0.1587 ns
- Register bank with the most flops: addr_q
- Max VDD drop: 179.3 uV
- Largest net degree at the start of global routing: 22
- OpenROAD warning count: 92
- First-pass GRT wire length: 5112 um
- HPWL Detailed: 2828 um
- Critical path arrival: 2.24 ns
- Largest area contributor in the netlist: buf_4
- Hold Crit Class: in2reg
- GR Layer Usage met2: 12.32%
- Final Max Tran Viols: 0
-- layout by cell type, fill, tap and decap left out, types with 2 or more instances in the layout --
cell type        count
and2b_1              2
nand2_1             17
inv_1                9
a21oi_1              8
nand2b_1             5
clkbuf_8             3
conb_1               8
nor2b_1              4
a21o_1               2
a211oi_1             2
clkdlybuf4s50_1     61
ha_1                 8
buf_4                6
or2b_1               2
edfxtp_1             4
nor2_1               6
nand3_1              3
nor3_1               2
o21ai_0             11
-- final cells by class --
cell class                 instances  area, um2  share of cell area [%]
clock buffer                       3      41.29                   2.644
sequential                         4      120.1                   7.692
timing repair buffer              67      655.6                   41.99
tap                               70      87.58                   5.609
multi-input combinational         99      623.1                   39.90
inverter                           9      33.78                   2.163
-- path summary, 6_finish.rpt --
kind	cells after the start	start	slack (ns)	to
min	1	addr_i[5]	0.94	addr_q[2]
max	6	addr_q[1]	0.16	rdata_o[56]
-- layer usage --
metal  wire, um  part of all wire (%)  vias to the layer above
li1           -                     -                      518
met1       1343                    40                      463
met2       1652                    49                       33
met3        344                    10                        0
met4          0                     0                        0
met5          0                     0                        -
-- where the power goes --
group / switching, uW / leakage [uW] / internal [uW]
combinational: 94.1 / 0.000616 / 180
clock: 26.3 / 0.0000216 / 85.4
sequential: 12.6 / 0.0000391 / 67.3
total: 133 / 0.000677 / 333
-- stage by stage --
stage / util [%] / hold WS, ns / cell area (um2)
after floorplan: - / 0.6989 / 1003
after global placement: 29.53 / 1.158 / 1518
after detailed placement: 29.53 / 1.158 / 1518
after CTS: 30.33 / 0.9336 / 1559
after global routing: 30.38 / 0.9310 / 1562
final: 30.38 / 0.9395 / 1562
-- worst max-delay path, delay by kind of cell, from the launching register on --
kind	cells	cell delay, ns
buffers and inverters	2	0.72
DFF	1	0.52
AOI/OAI and AO/OA	2	0.43
adders and majority gates	1	0.28
and+or+nand+nor	1	0.07
-- kinds of logic after synthesis --
family / Yosys count / synth area share (%)
AND-OR/OR-AND: 33 / 21.77
adder cells (fa/ha/maj): 9 / 11.52
buffers and inverters: 39 / 26.89
flip-flops: 4 / 12.29
multiplexers: 1 / 1.024
other: 1 / 0.3838
AND/OR/NAND/NOR: 48 / 26.12
Power and IR drop assume default switching activity.
